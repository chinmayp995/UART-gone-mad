$ cat ./config.mk
export PLATFORM = sky130hd
export DESIGN_NAME = clk_divider
export DESIGN_NICKNAME = clk_divider
export VERILOG_FILES = /design/flow/design.v
export SDC_FILE = /design/flow/constraint.sdc
export NUM_CORES = 4
export LEC_CHECK = 1
export CORE_UTILIZATION = 30
$ cat ./run.sh
#!/bin/bash
# OpenROAD 26Q1-2900-gdf79404cd8, Yosys 0.63+post, stock flow scripts
make -C /OpenROAD-flow-scripts/flow DESIGN_CONFIG=/design/flow/config.mk WORK_HOME=/design/flow/orfs finish
$ cat ./constraint.sdc
current_design clk_divider

set clk_period 3.9
set clk_io_pct 0.2

create_clock -name clk0 -period $clk_period [get_ports {clk_in}]

set non_clock_inputs [all_inputs -no_clocks]
set_input_delay [expr $clk_period * $clk_io_pct] -clock clk0 $non_clock_inputs
set_output_delay [expr $clk_period * $clk_io_pct] -clock clk0 [all_outputs]
$ cat ./design.v
module clk_divider #(
  parameter CLK_IN       = 100_000_000,   
  parameter CLK_OUT      = 1_000_000      
)(
  input  wire clk_in,
  input  wire resetn,
  output reg  clk_out
);
  localparam integer DIVIDE = CLK_IN / (2 * CLK_OUT);
  integer counter = 0;
  always @(posedge clk_in) begin
    if (!resetn) begin
      counter <= 0;
      clk_out <= 0;
    end else if (counter == DIVIDE-1) begin
      counter <= 0;
      clk_out <= ~clk_out;
    end else begin
      counter <= counter + 1;
    end
  end
endmodule
==> run_results.csv <==
group,metric,value,unit
clock_network,cts.hold.buffers_added,0,
finish,syn_to_final_growth,9.70,%
pwr,p_leak,0.514,nW
clock_network,postCtsResizedCells,0,
logic_synthesis,netlist_area,1650,um2
logic_synthesis,top_logic_kind,"simple AND/OR/NAND/NOR gates",
min_path,hold_depth,2,
logic_synthesis,compound_area_frac,0.122,
clock_network,root_buffer,"clkbuf_8",
die,dieWidth,76.2,um
die,fp_util,0.317,
logic_synthesis,yosysUniqueCellTypes,32,
timing,setup_viol_count_final,0,
route,drtIter0Drc,83,
route,finalWirelength,3.37,mm
min_path,worstHoldStart,"counter[31]",
timing,slew_headroom,0.696,
clock_network,cts.path.max_buffers,2,
clock_network,cts_setup_buffers,0,
logic_synthesis,yosys-top-cells-area,"dfxtp_1 (40%), or4_1 (5.0%), xnor2_1 (4.8%), a21oi_1 (4.5%), o31ai_1 (4.5%)",
clock_network,path_clk_slew,0.07,ns
finish,fin_util,0.348,
logic_synthesis,ff_type,"dfxtp_1",
die,pin_count,3,
pwr,totalPowerFinal,0.618,mW
min_path,hold_end,"counter[31]",
global_route,grt_start_max_net_pins,30,
critical_path,r2r_setup_slack,1.86,ns
logic_synthesis,mux_share,0.0182,
die,die_h,76.2,um
logic_synthesis,ys_sh_adder,0.0152,
logic_synthesis,ys_sh_simple,0.328,
critical_path,cp_max_fo,8,
logic_synthesis,syn_area_per_cell,8.42,um2
route,insertedDiodeCount,0,
route,firstDrtPassIters,4,
die,placementRows,26,
clock_network,cts.sinks,33,
critical_path,worstPathArrival,2.25,ns
logic_synthesis,yosysTopAreaCellShare,0.400,
critical_path,cp.required,4.11,ns
route,drtAntennaViolNets,0,
critical_path,cp-start-kind,"register",
route,wl_per_cell,12.6,um
logic_synthesis,postSynthSeqShare,0.400,
logic_synthesis,ys_area,1650,um2
logic_synthesis,top_area_cell,"dfxtp_1",
global_route,grt_pass1_vias,1239,
global_route,grt_usage,0.125,
pwr,p_per_area,341,nW/um2
run,tool_warnings,26,
critical_path,reg2reg_depth,4,
route,vias,1402,
timing,skew,0.00344,ns
logic_synthesis,ys_cells,196,
finish,drive_above_1_share,0.0711,
place,portBuffers,2,
logic_synthesis,edf_count,0,
timing,tns,0,ns
global_route,overflow,0,
logic_synthesis,ys_ff,33,
timing,rsz0062_at_grt,"no",
route,drc_errors,0,
critical_path,r2r_start,"counter[8]",
die,chip_area,5800,um2
route,vias_per_cell,5.25,
clock_network,cts_tree,"built",
logic_synthesis,ys_sh_xor,0.0690,
global_route,antenna_found_initial,0,
clock_network,numCtsBuffers,5,
clock_network,clk_latency,0.28,ns
clock_network,htree_num_levels,2,
logic_synthesis,async_flop_share,0,
outcome,status,"finished clean",
timing,min_period_over_period,0.522,
timing,finalHoldViolations,0,
timing,fin_crit,2.04,ns
place,gp_congestion,0.754,
critical_path,r2r_end,"counter[24]",
pwr,ir_drop,0.154,mV
min_path,min_path_type,"reg -> reg",
critical_path,crit_path_end_kind,"register",
timing,worst_pin_slew,0.455,ns
logic_synthesis,yosys_warnings,1,
place,hpwl,2.28,mm
die,coreArea,5200,um2
logic_synthesis,syn-instance-count,196,
global_route,grt_pass1_wl,5.89,mm
timing,slew_violations,0,
critical_path,crit_type,"reg -> reg",
run,maxCapViolCount,0,
logic_synthesis,top_cells_by_count,"dfxtp_1 (33), nor2_1 (19), a21oi_1 (15)",
logic_synthesis,synth.most_common_cell,"dfxtp_1",
timing,fmax,491,MHz
layout make-up:
| type | count | area [um2] |
|---|---|---|
| Clock buffer | 7 | 86.3 |
| Timing Repair Buffer | 3 | 27.5 |
| Inverter | 9 | 33.8 |
| Sequential cell | 33 | 661 |
| Multi-Input combinational cell | 145 | 915 |
| Fill cell | 552 | 3390 |
| Tap cell | 70 | 87.6 |
worst max-delay path by stage:
stage / startpoint / endpoint / depth (start not counted)
4_1_cts: counter[8] / counter[24] / 4
5_1_grt: counter[8] / counter[22] / 4
6_report: counter[8] / counter[24] / 4
state kept, by name (all words and copies together), names as in the netlist:
name / cells
clk_out: 1
counter: 32
per-stage QoR:
step                      cell area (um2)  setup WS, ns  hold WS (ns)  instances
after detailed placement             1720          1.90         0.476        260
final                                1810          1.86         0.484        267
after global routing                 1810          1.77         0.512        267
after global placement               1720          1.92         0.472        260
after CTS                            1810          1.87         0.491        267
after floorplan                      1650          1.97         0.443        196
where the power goes:
part	leakage [nW]	internal, mW	switching, mW
sequential	0.266	0.340	0.00351
clock	0.0443	0.140	0.117
combinational	0.203	0.00623	0.0117
cells in the final DEF, fill, tap and decap left out, types with 2 or more instances in the layout:
master / netlist / final
inv_1: 9 / 9
or3_1: 3 / 3
ha_1: 2 / 2
nand3_1: 11 / 11
xor2_1: 4 / 4
and3_1: 2 / 2
nor3_1: 5 / 5
nand2_1: 11 / 11
clkdlybuf4s50_1: 0 / 2
and4_1: 3 / 3
dfxtp_1: 33 / 33
mux2i_1: 3 / 3
or3_2: 2 / 2
xnor2_1: 9 / 9
or2_2: 2 / 2
or4_1: 11 / 11
nor4_1: 10 / 10
clkbuf_8: 0 / 6
o31ai_1: 10 / 10
a21oi_1: 15 / 15
o21ai_0: 7 / 6
nand4_1: 8 / 8
nor2_1: 19 / 19
critical path, stage by stage, from the launching register on:
cell and delay [ns]:
dfxtp_1 0.47, nand4_4 0.16, or4_1 0.67, or4_1 0.51, a21oi_1 0.16
cell families after synthesis:
kind of cell / Yosys count
xor+xnor: 13
compound gates: 34
fa+ha+maj: 2
simple gates: 93
buf+inv: 18
flops: 33
mux: 3
per-layer routing:
layer  GRT usage  wire length, um  up-vias
met2       0.176             1370       16
met5           0                0        -
met1       0.201             1850      656
met3      0.0316              120        4
li1            -                -      726
met4      0.0154               33        0
Power figures rest on the tool's default switching activity, not on a simulated workload.
