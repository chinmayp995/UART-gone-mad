File: ./run.sh
#!/bin/bash
# OpenROAD 26Q1-2900-gdf79404cd8, Yosys 0.63+post, stock flow scripts
make -C /OpenROAD-flow-scripts/flow DESIGN_CONFIG=/design/flow/config.mk WORK_HOME=/design/flow/orfs finish
File: ./config.mk
export PLATFORM = sky130hd
export DESIGN_NAME = bram_to_uart
export DESIGN_NICKNAME = bram_to_uart
export VERILOG_FILES = /design/flow/design.v
export SDC_FILE = /design/flow/constraint.sdc
export NUM_CORES = 4
export LEC_CHECK = 1
export CORE_UTILIZATION = 30
File: ./constraint.sdc
current_design bram_to_uart

set clk_period 3.5
set clk_io_pct 0.2

create_clock -name clk0 -period $clk_period [get_ports {clk}]

set non_clock_inputs [all_inputs -no_clocks]
set_input_delay [expr $clk_period * $clk_io_pct] -clock clk0 $non_clock_inputs
set_output_delay [expr $clk_period * $clk_io_pct] -clock clk0 [all_outputs]
File: ./design.v
module bram_to_uart #
(
  parameter ADDR_WIDTH = 10,
  parameter DATA_WIDTH = 32,
  parameter CLK_FREQ   = 100_000_000,
  parameter BAUD_RATE  = 9600
)
(
  input  wire                   clk,
  input  wire                   resetn,     
  output reg  [ADDR_WIDTH-1:0]  bram_addr,
  input  wire [DATA_WIDTH-1:0]  bram_data,
  output wire                   uart_tx
);
  reg        tx_start;
  reg [7:0]  tx_byte;
  wire       tx_busy;
  uart_tx #(
    .CLK_FREQ(CLK_FREQ),
    .BAUD_RATE(BAUD_RATE)
  ) uart_inst (
    .clk      (clk),
    .resetn   (resetn),
    .tx_start (tx_start),
    .tx_byte  (tx_byte),
    .tx_busy  (tx_busy),
    .tx       (uart_tx)
  );
  localparam IDLE   = 3'd0,
           ADDR   = 3'd1,   
           WAIT   = 3'd2,   
           SEND   = 3'd3,
           FINISH = 3'd4;
reg [2:0] state, next_state;
reg resetn_d, start_pulse;
reg [ADDR_WIDTH-1:0] addr_cnt;
reg [1:0] byte_cnt;
reg [DATA_WIDTH-1:0] data_reg;
always @(posedge clk) begin
  resetn_d    <= resetn;
  start_pulse <= resetn & ~resetn_d;
end
always @(posedge clk) begin
  if (!resetn) begin
    state     <= IDLE;
    addr_cnt  <= 0;
    bram_addr <= 0;
  end else begin
    state <= next_state;
    if (state == IDLE && start_pulse) begin
      addr_cnt <= 0;
    end
    if (state == ADDR) begin
      bram_addr <= addr_cnt;
    end
    if (state == WAIT) begin
      data_reg <= bram_data;
    end
  end
end
always @(*) begin
  next_state = state;
  tx_start   = 1'b0;
  tx_byte    = 8'h00;
  case (state)
    IDLE:
      if (start_pulse) next_state = ADDR;
    ADDR:
      next_state = WAIT;
    WAIT:
      next_state = SEND;
    SEND:
      if (!tx_busy) begin
        case (byte_cnt)
          2'd0: tx_byte = data_reg[7:0];
          2'd1: tx_byte = data_reg[15:8];
          2'd2: tx_byte = data_reg[23:16];
          2'd3: tx_byte = data_reg[31:24];
        endcase
        tx_start = 1'b1;
        if (byte_cnt == 2'd3) begin
          if (addr_cnt == {ADDR_WIDTH{1'b1}})
            next_state = FINISH;
          else begin
            addr_cnt   = addr_cnt + 1;
            byte_cnt   = 0;
            next_state = ADDR;
          end
        end else begin
          byte_cnt   = byte_cnt + 1;
          next_state = SEND;
        end
      end
    FINISH:
      next_state = FINISH;
  endcase
end
endmodule
module uart_tx #
(
  parameter CLK_FREQ  = 100_000_000,
  parameter BAUD_RATE = 9600
)
(
  input  wire      clk,
  input  wire      resetn,
  input  wire      tx_start,
  input  wire [7:0] tx_byte,
  output reg       tx_busy,
  output reg       tx
);
  localparam CLKS_PER_BIT = CLK_FREQ / BAUD_RATE;
  localparam BIT_CNT_MAX  = 10;   
  reg [13:0] clk_cnt;
  reg [3:0]  bit_idx;
  reg [9:0]  shifter;
  always @(posedge clk) begin
    if (!resetn) begin
      tx       <= 1'b1;
      tx_busy  <= 1'b0;
      clk_cnt  <= 0;
      bit_idx  <= 0;
      shifter  <= 10'b1111111111;
    end else if (tx_start && !tx_busy) begin
      shifter <= {1'b1, tx_byte, 1'b0};
      tx_busy <= 1'b1;
      clk_cnt <= 0;
      bit_idx <= 0;
    end else if (tx_busy) begin
      if (clk_cnt < CLKS_PER_BIT-1) begin
        clk_cnt <= clk_cnt + 1;
      end else begin
        clk_cnt <= 0;
        tx      <= shifter[0];
        shifter <= {1'b1, shifter[9:1]};
        if (bit_idx < BIT_CNT_MAX-1)
          bit_idx <= bit_idx + 1;
        else
          tx_busy <= 1'b0;
      end
    end
  end
endmodule
==> impl_metrics.toml <==
# implementation run metrics
[yosys]
synth_top_area_share_pct = 31.72
synth-seq-cells = 69
ys_sh_simple_pct = 15.90
largest_area_cell = "edfxtp_1"
enable_flop_cells = 32
synthesis.area_um2 = 3029
synth_xor_xnor_area_share_pct = 2.024
synth_async_sr_flop_share_pct = 0
top_cells_by_area = "edfxtp_1, dfxtp_1, nand2_1"
syn_avg_cell_area_um2 = 10.86
netlist-cell-type-count = 47
logic_family = "AND-OR/OR-AND gates"
post_synth_ao_oa_area_fraction_pct = 15.94
syn-instance-count = 279
yosysChipArea_um2 = 3029
synth.cellmix.adderShare_pct = 2.891
yosysWarnings = 39
muxShareOfSynthArea_pct = 0.9913
ys_cells = 279
synth-main-ff-cell = "dfxtp_1"

[die]
fp_util_pct = 30.99
fp.coreArea_um2 = 9774
num_rows = 36
die_w_um = 102.5
chip_area_um2 = 10500
floorplan.die.height_um = 102.5
io_pins = 45

[drt]
remaining_drc_errors = 0
antennaDiodeCount = 0
route.antenna.remaining_nets = 0
via_per_inst = 4.902
wl_per_cell_um = 12.80
final_routed_wirelength_across_all_metal_layers_um = 5759
detail_route.iter0.violations = 123
detail_route.first_pass.iterations = 4
route.vias.total = 2206

[cells_and_area]
final_layout_size_suffix_gt1_share_pct = 7.886
layout_stage_area_growth_over_the_synthesis_result_pct = 21.31
flip_flop_count_of_the_largest_register_all_copies_and_words_added = 32
n_fill_cell = 940
final_cells = 450

[setup_path]
critical_path_peak_fanout = 15
reg2reg_depth = 5
worst-endpoint-required_ns = 3.72
timing.reg2reg.setup_slack_ns = 1.25
setup.worst_path.end_class = "flop"
critical_path.reg2reg.startpoint = "state[4]$_DFF_P_"
worstSetupStartpointType = "flop"
path_class = "flop to flop"
crit_arrival_ns = 2.48
regToRegEndpoint = "uart_inst.bit_idx[3]$_SDFFE_PP0P_"

[clocking]
skew_pair_late_insertion_delay_ns = 0.33
cts.htree.levels = 3
clk_root_buffer_cell = "clkbuf_8"
postCtsSetupBuffers = 0
numCtsBuffers = 9
path_clk_slew_ns = 0.08
cts-hold-fix-buffers = 0
tritoncts = "built"
postCtsResizedCells = 0
cts-root-to-sink-buffers = 2

[final_timing]
unclocked_pins = 2
number_of_unconstrained_endpoints = 2
grt_setup_unrepaired = "no"
timing_hold_violations_final = 0
whs_ns = 0.3753
transition_time_of_the_tightest_slew_check_pin_ns = 0.9692
timing.clock.skew_ns = 0.006860
worst_slack_ns = 1.247
clock_period_minus_final_worst_setup_slack_ns = 2.253
max-slew-margin-rel_pct = 35.39
fin_tns_setup_ns = 0
min_period_over_period_pct = 64.38
setup_violations = 0
maxSlewViolCount = 0
max_freq_ghz = 0.4438

[place]
dp.final_hpwl_um = 3884
count_of_port_buffers_added_during_placement = 34
place_congestion = 0.7783
pre_cts_ws_ns = 1.281
placed_cells = 434

[global_routing]
grt_pass1_wl_um = 9646
grt_pass1_vias = 2132
grt_start_max_net_pins = 33
globalRouteTotalUtil_pct = 11.87
antenna_found_initial = 0
grt-ovfl-total = 0

[min_path]
worstHoldEndpoint = "start_pulse$_DFF_P_"
hold_start = "resetn_d$_DFF_P_"
hold_class = "flop to flop"
cells_on_worst_hold_path = 1

[power]
power.ir.vdd_worst_mv = 0.2887
power_density_nw_per_um2 = 435.7
p_total_uw = 1601
cellLeakagePower_uw = 0.001209

[run]
stage_log_warnings = 29
maxCapViolations = 0

[run_status]
outcome = "finished clean"
cell usage in the layout, fill, tap and decap left out, drive strengths merged, types with 8 or more instances in the layout:
cell,count
nor2,11
nand2,26
a221oi,8
clkdlybuf4s50,34
nand4,14
conb,10
dfxtp,35
o21ai,13
edfxtp,32
nand3,11
inv,11
nor3,11
clkbuf,9
a222oi,8
o211ai,12
Yosys cell counts, drive strengths merged, types with 4 or more instances:
library cell  count
a222oi            8
nand3            11
xnor2             4
clkbuf           11
nor2             11
nand4            14
o21ai            13
ha                7
edfxtp           32
dfxtp            35
a221oi            8
a211oi            5
o211ai           12
nor3             11
inv              11
a21oi             7
buf              15
nand2            26
area by class of cell:
class / count / area (um2) / area share (%)
clock inverters: 7 / 92.59 / 2.520
well taps: 133 / 166.4 / 4.528
repair buffers: 39 / 377.9 / 10.28
clock buffers: 9 / 123.9 / 3.371
flip-flops and latches: 69 / 1692 / 46.03
inverters: 11 / 41.29 / 1.124
multi-input cells: 182 / 1181 / 32.14
worst max-delay path, stage by stage, from the launching register on:
cell	delay [ns]
dfxtp_1	0.41
nor2b_1	0.69
inv_1	0.22
nand2_1	0.50
nor2_1	0.11
a22o_1	0.21
worst max path at each step:
stage | startpoint | to | depth (start not counted)
CTS | state[4]$_DFF_P_ | uart_inst.bit_idx[3]$_SDFFE_PP0P_ | 5
global route | state[4]$_DFF_P_ | uart_inst.bit_idx[3]$_SDFFE_PP0P_ | 5
finish | state[4]$_DFF_P_ | uart_inst.bit_idx[3]$_SDFFE_PP0P_ | 5
routing by layer:
layer,up-vias,GRT usage (%),part of all wire [%]
met5,-,0,0
met1,1034,16.79,47
li1,1106,-,-
met3,4,3.825,5.5
met4,0,1.099,0.56
met2,62,19.13,47
stage by stage:
step	area [um2]	util [%]
floorplan	3063	-
global placement	3458	35.38
detailed placement	3458	35.38
CTS	3675	37.60
global route	3675	37.60
finish	3675	37.60
logic make-up (layout without fill, tap and decap cells):
family                   count (synthesis)  count (layout)
AND-OR/OR-AND                           64              64
XOR/XNOR                                 7               7
adder cells (fa/ha/maj)                  7               7
buffers and inverters                   37              66
flip-flops                              67              67
latches                                  2               2
multiplexers                             3               3
other                                    1              10
AND/OR/NAND/NOR                         91              91
report_power, final:
group          internal (uW)  switching [uW]  total [uW]
clock network            398             291         689
registers                834            7.20         841
logic                   42.7            28.1        70.7
